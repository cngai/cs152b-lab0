==> ./design.v <==
module six_bit_adder (
  a,
  b,
  sum,
  carry
);
  input [5:0] a, b;
  output [5:0] sum;
  output carry;
  wire cin;
  assign cin = 0;
  full_adder fa0(.a(a[0]), .b(b[0]), .cin(cin), .sum(sum[0]), .cout(c0));
  full_adder fa1(.a(a[1]), .b(b[1]), .cin(c0), .sum(sum[1]), .cout(c1));
  full_adder fa2(.a(a[2]), .b(b[2]), .cin(c1), .sum(sum[2]), .cout(c2));
  full_adder fa3(.a(a[3]), .b(b[3]), .cin(c2), .sum(sum[3]), .cout(c3));
  full_adder fa4(.a(a[4]), .b(b[4]), .cin(c3), .sum(sum[4]), .cout(c4));
  full_adder fa5(.a(a[5]), .b(b[5]), .cin(c4), .sum(sum[5]), .cout(carry));
endmodule
module full_adder (
  a,
  b,
  cin,
  sum,
  cout
);
  input a, b, cin;
  output sum, cout;
  wire w1, w2, w3;
  and(w1, a, b);
  and(w2, a, cin);
  and(w3, b, cin);
  or(cout, w1, w2, w3);
  xor(sum, a, b, cin);
endmodule
module mult_11(
  in,
  out
);
  input [15:0] in;
  output out;
  wire [5:0] odd_sum;
  wire [5:0] even_sum;
  wire [5:0] dig_3;
  wire [5:0] dig_2;
  wire [5:0] dig_1;
  wire [5:0] dig_0;
  assign dig_3 = in[15:12];
  assign dig_2 = in[11:8];
  assign dig_1 = in[7:4];
  assign dig_0 = in[3:0];
  wire c_temp;
  six_bit_adder sba0(.a(dig_3), .b(dig_1), .sum(odd_sum), .carry(c_temp));
  six_bit_adder sba1(.a(dig_2), .b(dig_0), .sum(even_sum), .carry(c_temp));
  wire diff_zero;
  assign diff_zero = (~ (odd_sum[5]^even_sum[5])) && (~ (odd_sum[4]^even_sum[4])) && (~ (odd_sum[3]^even_sum[3])) && (~ (odd_sum[2]^even_sum[2])) && (~ (odd_sum[1]^even_sum[1])) && (~ (odd_sum[0]^even_sum[0]));
  wire [5:0] inv_even_sum;
  assign inv_even_sum[5] = ~ even_sum[5];
  assign inv_even_sum[4] = ~ even_sum[4];
  assign inv_even_sum[3] = ~ even_sum[3];
  assign inv_even_sum[2] = ~ even_sum[2];
  assign inv_even_sum[1] = ~ even_sum[1];
  assign inv_even_sum[0] = ~ even_sum[0];
  wire [5:0] temp_diff;
  wire [5:0] neg_even_sum;
  wire [5:0] add_bit;
  assign add_bit = 6'b000001;
  six_bit_adder sba2(.a(odd_sum), .b(inv_even_sum), .sum(temp_diff), .carry(c_temp));
  six_bit_adder sba3(.a(temp_diff), .b(add_bit), .sum(neg_even_sum), .carry(c_temp));
  wire diff_eleven;
  wire [5:0] eleven;
  assign eleven = 6'b001011;
  assign diff_eleven = (~ (neg_even_sum[5]^eleven[5])) && (~ (neg_even_sum[4]^eleven[4])) && (~ (neg_even_sum[3]^eleven[3])) && (~ (neg_even_sum[2]^eleven[2])) && (~ (neg_even_sum[1]^eleven[1])) && (~ (neg_even_sum[0]^eleven[0]));
  assign out = diff_zero || diff_eleven;
endmodule
==> ./run.sh <==
#!/bin/bash
# OpenROAD 26Q1-2900-gdf79404cd8, Yosys 0.63+post, stock flow scripts
make -C /OpenROAD-flow-scripts/flow DESIGN_CONFIG=/design/flow/config.mk WORK_HOME=/design/flow/orfs finish
==> ./config.mk <==
export PLATFORM = sky130hd
export DESIGN_NAME = mult_11
export DESIGN_NICKNAME = mult_11
export VERILOG_FILES = /design/flow/design.v
export SDC_FILE = /design/flow/constraint.sdc
export NUM_CORES = 4
export LEC_CHECK = 1
export CORE_AREA = 10 10 70 70
export DIE_AREA = 0 0 80 80
==> ./constraint.sdc <==
current_design mult_11

set clk_period 4.0
set clk_io_pct 0.2

create_clock -name clk0 -period $clk_period

set non_clock_inputs [all_inputs -no_clocks]
set_input_delay [expr $clk_period * $clk_io_pct] -clock clk0 $non_clock_inputs
set_output_delay [expr $clk_period * $clk_io_pct] -clock clk0 [all_outputs]
==> results.sh <==
# flow metrics
export IMPL_antenna_cells_inserted=0
export IMPL_hp_class="input pin to output pin"
export IMPL_wl_per_cell_um=8.05
export IMPL_dp_cells=91
export IMPL_drt_total_wl_um=733
export IMPL_viasPerCell=2.36
export IMPL_initialDrtViolationCount=0
export IMPL_cap_violations=0
export IMPL_p_per_area_nw_per_um2=110
export IMPL_cts_setup_buffers=0
export IMPL_final_cell_area_um2=510
export IMPL_ys_types=7
export IMPL_warning_count=32
export IMPL_yosysWarnings=5
export IMPL_postRouteAntennaNets=0
export IMPL_area_growth_pct=102
export IMPL_regArea_um2=0
export IMPL_worstPathRequired_ps=3200
export IMPL_drive_above_1_share=0.289
export IMPL_clkPwrFrac=0
export IMPL_rsz0062_at_grt="no"
export IMPL_fillers=392
export IMPL_synth_area_um2=253
export IMPL_outcome="finished, final reports clean"
export IMPL_slew_headroom=0.814
export IMPL_ir_worst_vdd_mv=0.0449
export IMPL_fp_util=0.0740
export IMPL_setup_viol=0
export IMPL_place_congestion=0.817
export IMPL_netSwitchingFraction=0.415
export IMPL_coreArea_um2=3420
export IMPL_num_rows=21
export IMPL_holdWs_ps=2120
export IMPL_placed_cell_area_um2=480
export IMPL_antenna_found_initial=0
export IMPL_dieArea_um2=6400
export IMPL_ys_area_um2=253
export IMPL_power_leakage_nw=0.270
export IMPL_p_int_mw=0.0329
export IMPL_grt_max_degree=2
export IMPL_first_global_vias=240
export IMPL_synth_cells_yosys=28
export IMPL_critPathCaptureType="output pin"
export IMPL_vias=215
export IMPL_die_y_um=80
export IMPL_finalClockPeriodUsage=0.935
export IMPL_crit_type="input pin to output pin"
export IMPL_fmax_ghz=0.267
export IMPL_num_clock_buffers=0
export IMPL_cp_max_fo=1
export IMPL_seqPwrFrac=0
export IMPL_portBuffers=17
export IMPL_fin_crit_ps=3740
export IMPL_p_switching_mw=0.0233
export IMPL_maxSlewViolCount=0
export IMPL_avgSynthCellArea_um2=9.03
export IMPL_post_route_drc_count=0
export IMPL_crit_path_start_kind="input pin"
export IMPL_hold_viol=0
export IMPL_ys_seq_frac=0
export IMPL_grt_pass1_wl_um=1110
export IMPL_die_w_um=80
export IMPL_final_cells=91
export IMPL_drt_pass1_iter_count=1
export IMPL_dp_hpwl_um=638
export IMPL_cp_arrival_ps=2940
export IMPL_setup_tns_ps=0
export IMPL_flops=0
export IMPL_synthCells=28
export IMPL_gr_total_overflow=0
export IMPL_grtUsageTotal=0.0211
export IMPL_io_pins=17
export IMPL_pwr_share_comb=1.000
export IMPL_worst_pin_slew_ps=276
export IMPL_total_power_mw=0.0561
-- per-layer routing --
metal  routed length [um]  vias to the layer above  share of wire  GRT usage
met2                  179                       17           0.24     0.0217
met1                  448                       89           0.61     0.0343
li1                     -                      109              -          -
met3                  104                        0           0.14     0.0148
met5                    0                        -              0          0
met4                    0                        0              0          0
-- path summary, 6_finish.rpt --
path  endpoint  slack, ps  cells past startpoint   from
max        out        260                     10  in[8]
min        out       2120                      5  in[0]
-- kinds of logic after synthesis --
logic type / synth area share
buffers and inverters: 0.193
adder cells (fa/ha/maj): 0.574
XOR/XNOR: 0.173
AND/OR/NAND/NOR: 0.0594
-- through the flow --
stage / setup slack (ps) / util
finish: 259 / 0.149
global route: 131 / 0.149
CTS: 13.8 / 0.142
detailed placement: -508 / 0.141
global placement: -479 / 0.141
floorplan: 641 / -
-- placed cells by master (no fill, tap or decap), types with 2 or more instances in the layout --
cell,instances
inv_1,8
xnor2_1,3
xor2_1,2
dlymetal6s2s_1,8
ha_2,2
clkdlybuf4s50_1,8
fa_1,2
inv_2,5
fa_2,4
-- timing repair --
| action | in CTS | in global routing |
|---|---|---|
| endpoints found under the setup margin | 1 | 1 |
| hold buffers | 0 | 0 |
| pin swaps | 5 | 10 |
| resized | 7 | 15 |
-- layout make-up --
class                           count  area [um2]  area share
Inverter                           13        48.8      0.0956
Tap cell                           46        57.6       0.113
Timing Repair Buffer               17         185       0.363
Multi-Input combinational cell     15         219       0.429
-- power groups by stage --
| stage | Sequential, mW | Clock, mW | Combinational [mW] |
|---|---|---|---|
| CTS | 0 | 0 | 0.0573 |
| global route | 0 | 0 | 0.0649 |
| finish | 0 | 0 | 0.0561 |
-- cells in the mapped netlist --
master / number / share of area
xor2_1: 2 / 0.069
nand3_1: 1 / 0.020
nor3_2: 1 / 0.040
fa_1: 6 / 0.48
inv_1: 13 / 0.19
ha_1: 2 / 0.099
xnor2_1: 3 / 0.10
-- critical path: stages --
cell	delay, ps
dlymetal6s2s_1	100
ha_2	170
inv_1	50
fa_2	380
fa_2	370
fa_1	520
xor2_1	150
nand3_1	110
nor3_2	170
buf_2	120
Power and IR drop assume default switching activity.
