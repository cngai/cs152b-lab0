[flow/config.mk]
export PLATFORM = sky130hd
export DESIGN_NAME = mult_3
export DESIGN_NICKNAME = mult_3
export VERILOG_FILES = /design/flow/design.v
export SDC_FILE = /design/flow/constraint.sdc
export NUM_CORES = 4
export LEC_CHECK = 1
export CORE_AREA = 10 10 70 70
export DIE_AREA = 0 0 80 80
[flow/constraint.sdc]
current_design mult_3

set clk_period 4.7
set clk_io_pct 0.2

create_clock -name clk0 -period $clk_period

set non_clock_inputs [all_inputs -no_clocks]
set_input_delay [expr $clk_period * $clk_io_pct] -clock clk0 $non_clock_inputs
set_output_delay [expr $clk_period * $clk_io_pct] -clock clk0 [all_outputs]
[flow/run.sh]
#!/bin/bash
# OpenROAD 26Q1-2900-gdf79404cd8, Yosys 0.63+post, stock flow scripts
make -C /OpenROAD-flow-scripts/flow DESIGN_CONFIG=/design/flow/config.mk WORK_HOME=/design/flow/orfs finish
[flow/design.v]
module two_bit_adder (
  a,
  b,
  sum,
  carry
);
  input [1:0] a, b;
  output [1:0] sum;
  output carry;
  wire cin;
  assign cin = 0;
  full_adder fa0(.a(a[0]), .b(b[0]), .cin(cin), .sum(sum[0]), .cout(c0));
  full_adder fa1(.a(a[1]), .b(b[1]), .cin(c0), .sum(sum[1]), .cout(carry));
endmodule
module six_bit_adder (
  a,
  b,
  sum,
  carry
);
  input [5:0] a, b;
  output [5:0] sum;
  output carry;
  wire cin;
  assign cin = 0;
  full_adder fa0(.a(a[0]), .b(b[0]), .cin(cin), .sum(sum[0]), .cout(c0));
  full_adder fa1(.a(a[1]), .b(b[1]), .cin(c0), .sum(sum[1]), .cout(c1));
  full_adder fa2(.a(a[2]), .b(b[2]), .cin(c1), .sum(sum[2]), .cout(c2));
  full_adder fa3(.a(a[3]), .b(b[3]), .cin(c2), .sum(sum[3]), .cout(c3));
  full_adder fa4(.a(a[4]), .b(b[4]), .cin(c3), .sum(sum[4]), .cout(c4));
  full_adder fa5(.a(a[5]), .b(b[5]), .cin(c4), .sum(sum[5]), .cout(carry));
endmodule
module full_adder (
  a,
  b,
  cin,
  sum,
  cout
);
  input a, b, cin;
  output sum, cout;
  wire w1, w2, w3;
  and(w1, a, b);
  and(w2, a, cin);
  and(w3, b, cin);
  or(cout, w1, w2, w3);
  xor(sum, a, b, cin);
endmodule
module mult_3(
  in,
  out
);
  input [15:0] in;
  output out;
  wire [5:0] dig_sum_upper;
  wire [5:0] dig_sum_lower;
  wire [1:0] odd_sum_initial;
  wire [1:0] even_sum_initial;
  wire [5:0] dig_sum_total;
  wire [1:0] odd_sum;
  wire [1:0] even_sum;
  wire c_temp;
  wire [5:0] dig_3;
  wire [5:0] dig_2;
  wire [5:0] dig_1;
  wire [5:0] dig_0;
  assign dig_3 = in[15:12];
  assign dig_2 = in[11:8];
  assign dig_1 = in[7:4];
  assign dig_0 = in[3:0];
  six_bit_adder sba0(.a(dig_3), .b(dig_2), .sum(dig_sum_upper), .carry(c_temp));
  six_bit_adder sba1(.a(dig_1), .b(dig_0), .sum(dig_sum_lower), .carry(c_temp));
  six_bit_adder sba2(.a(dig_sum_upper), .b(dig_sum_lower), .sum(dig_sum_total), .carry(c_temp));
  wire [1:0] odd_2;
  wire [1:0] odd_1;
  wire [1:0] odd_0;
  wire [1:0] even_2;
  wire [1:0] even_1;
  wire [1:0] even_0;
  assign odd_2 = dig_sum_total[5];
  assign odd_1 = dig_sum_total[3];
  assign odd_0 = dig_sum_total[1];
  assign even_2 = dig_sum_total[4];
  assign even_1 = dig_sum_total[2];
  assign even_0 = dig_sum_total[0];
  two_bit_adder tb0(.a(odd_2), .b(odd_1), .sum(odd_sum_initial), .carry(c_temp));
  two_bit_adder tb1(.a(odd_sum_initial), .b(odd_0), .sum(odd_sum), .carry(c_temp));
  two_bit_adder tb2(.a(even_2), .b(even_1), .sum(even_sum_initial), .carry(c_temp));
  two_bit_adder tb3(.a(even_sum_initial), .b(even_0), .sum(even_sum), .carry(c_temp));
  wire diff_zero;
  assign diff_zero = (~ (odd_sum[1]^even_sum[1])) && (~ (odd_sum[0]^even_sum[0]));
  wire diff_three;
  wire [1:0] inv_odd_sum;
  assign inv_odd_sum[1] = ~ odd_sum[1];
  assign inv_odd_sum[0] = ~ odd_sum[0];
  wire [1:0] temp_diff;
  wire [1:0] neg_odd_sum;
  wire [1:0] add_bit;
  wire carry;
  assign add_bit = 2'b01;
  two_bit_adder tb4(.a(even_sum), .b(inv_odd_sum), .sum(temp_diff), .carry(carry));
  two_bit_adder tb5(.a(temp_diff), .b(add_bit), .sum(neg_odd_sum), .carry(c_temp));
  wire [1:0] three;
  assign three = 2'b11;
  assign diff_three = (~ (neg_odd_sum[1]^three[1])) && (~ (neg_odd_sum[0]^three[0])) && carry;
  assign out = diff_zero || diff_three;    
endmodule
==> summary.txt <==
impl run done, here's what came out: status complete, but fails checks, failing checks setup timing, post-synthesis sequential area ratio 0, layout cells sized above 1 0.404, most frequent logic cell in the layout inv_1, GRT Total Usage 0.0268, Cell Rows 21, critical path's largest stage delay about 520 ps, DRC 0, vias per cell approximately 2.8, Gate power share 1.000, clkbuf count 0, most instantiated logic cells after routing inv_1 (13), clkdlybuf4s50_1 (8), inv_2 (7), fa_1 (7), fa_2 (6), crit path time final ~5700 ps, Die H about 80 um, WP depth 17, cell-internal power roughly 0.00013 W, HPWL after DPL roughly 800 um, Worst Tran Pin Value about 160 ps, Storage cell area 0 um2, Mean Syn Cell Area a little over 10 um2, sequential group share of total power 0, Hold Path Stages 8, final period utilization 1.21, CP Capture Type output pin, hold buffer count at cts 0, Hold Crit Class input port to output pin, synthesis area per yosys ~410 um2, Synth Warn # 6, Max Cap Viol 0, maximum clock frequency 176 MHz, Pre-Place Util 0.121, Yosys cell types 5, Flops 0, yosys stat cell total around 40, Arrival @ worst endpoint roughly 4800 ps, vias in the first global route 365, Clk pwr share 0, critical path's slowest cell fa_2, Max-slew headroom 0.891, CP top delay family adder cells, chip width ~80 um, fin worst setup slack -989 ps, Avg WL per Cell 7.39 um, switching share of total power 0.486, Area Growth Syn to Fin 63.7%, Max VDD drop roughly 0.095 mV, Slew Limit Fails 0, peak fanout along the critical path 1, capture point of the worst path out, Worst Setup SP in[4], Psw between 0.0001 and 0.00015 W, vias approximately 290, DIE AREA 6400 um2, dpl ws -1800 ps, sum of buffers and inverters on the critical path 7, endpoints failing setup 1, initial antenna violation count 0, Detailed Route WL 761 um, IO buf count 17, Iteration-0 DRC Markers 0, Crit Path Class input port to output pin, worst endpoint required time approximately 3800 ps, Min Hold Slack between 2000 and 3000 ps, fin util 0.199, CP startpoint kind input port, endpoints failing hold 0, Critical Path, Cell by Cell buf_6 > ha_4 > fa_2 > inv_2 > fa_2 > fa_2 > fa_2 > inv_2 > fa_1 > inv_2 > fa_1 > inv_1 > ha_2 > inv_2 > fa_1 > o31ai_2 > buf_2, Mapped Cells 40, pwr dens approximately 370 nW/um2, stage-log warning count 36, DRT Pass-1 Iters 1, global placement routability congestion roughly 0.71, Core ar. around 3400 um2, total gr overflow 0, RSZ-0062 raised after global routing yes, Synth Cell Area 414 um2, diode count 0, cell leakage power ~0.31 nW, first-pass GRT wire length between 1000 and 1500 um, ANT nets after route 0, largest net degree at the start of global routing 3, num ports 17
[final cells by class]
cell class	count	area, um2
Tap cell	46	57.6
Inverter	20	75.1
Multi-Input combinational cell	20	382
Timing Repair Buffer	17	164
Fill cell	380	2740
[worst min-delay path: stages]
cell and delay (ps):
buf_6 70, ha_4 110, ha_1 210, inv_1 70, fa_1 210, fa_1 190, o31ai_2 60, buf_2 110
[worst min path at each step]
stage	from	endpoint	slack, ps
after CTS	in[0]	out	2940
after global routing	in[0]	out	2990
final	in[0]	out	2890
[power groups by stage]
| stage | Clock, W | Combinational, W | Sequential, W |
|---|---|---|---|
| after CTS | 0 | 0.000267 | 0 |
| after global routing | 0 | 0.000304 | 0 |
| final | 0 | 0.000250 | 0 |
[per-layer routing]
metal / track usage / part of all wire / vias to the layer above / wire length [um]
met1: 0.0271 / 0.32 / 140 / 247
met3: 0.0114 / 0.089 / 0 / 68
met2: 0.0522 / 0.59 / 7 / 446
met5: 0 / 0 / - / 0
met4: 0 / 0 / 0 / 0
li1: - / - / 140 / -
[cells by family after synthesis]
group                      Yosys count  synth area share
AOI/OAI and AO/OA                    1            0.0302
adders and majority gates           18             0.779
buffers and inverters               20             0.181
and+or+nand+nor                      1           0.00905
[through the flow]
| step | instances | total power [W] | instance area, um2 | setup TNS, ps |
|---|---|---|---|---|
| 2_1_floorplan | 40 | 0.000174 | 429 | -701 |
| 3_3_place_gp | 103 | 0.000268 | 657 | -1780 |
| 3_5_place_dp | 103 | 0.000277 | 657 | -1800 |
| 4_1_cts | 103 | 0.000267 | 682 | -1130 |
| 5_1_grt | 103 | 0.000304 | 678 | -1170 |
| 6_report | 103 | 0.000250 | 678 | -989 |
[cell usage after synthesis]
master,instances,area [um2]
o31ai_2,1,12.5
nand2_1,1,3.75
inv_1,20,75.1
ha_1,5,62.6
fa_1,13,260
[timing repair]
item,in CTS,in global routing
pin swaps,15,9
setup endpoints to repair,1,1
gates resized,40,3
setup buffers,0,0
Power and IR drop assume default switching activity.
