<file path="flow/design.v">
module bcdCounter(D, CLK, CLR, ENABLE, LOAD, UP, Q, CO);
input[3:0] D;
input CLK, CLR, ENABLE, UP, LOAD;
output reg[3:0] Q;
output CO;
reg ctemp;
initial begin
  Q <= 4'b0000;
  ctemp <= 0;  
end
always @(posedge CLK, negedge CLR)
begin
  if(CLR == 0) begin
    Q <= 0;
    ctemp <= 0;
  end
  else begin
    if(LOAD == 1 && ENABLE == 1)
      Q <= D;
    else if(ENABLE == 1 && UP == 0) begin
      if(Q == 0) begin
        Q <= 4'b1001;
        ctemp <= 1;
      end
      else begin
        Q <= Q - 1;
        ctemp <= 0;
      end
    end
    else if(ENABLE == 1 && UP == 1) begin
      if(Q == 4'b1001) begin
        Q <= 0;
        ctemp <= 1;
      end
      else begin
        Q <= Q + 1;
        ctemp <= 0;
      end
    end
  end
end
assign CO = ctemp;
endmodule
</file>
<file path="flow/run.sh">
#!/bin/bash
# OpenROAD 26Q1-2900-gdf79404cd8, Yosys 0.63+post, stock flow scripts
make -C /OpenROAD-flow-scripts/flow DESIGN_CONFIG=/design/flow/config.mk WORK_HOME=/design/flow/orfs finish
</file>
<file path="flow/config.mk">
export PLATFORM = sky130hd
export DESIGN_NAME = bcdCounter
export DESIGN_NICKNAME = bcdCounter
export VERILOG_FILES = /design/flow/design.v
export SDC_FILE = /design/flow/constraint.sdc
export NUM_CORES = 4
export LEC_CHECK = 1
export CORE_AREA = 10 10 70 70
export DIE_AREA = 0 0 80 80
</file>
<file path="flow/constraint.sdc">
current_design bcdCounter

set clk_period 2.0
set clk_io_pct 0.2

create_clock -name clk0 -period $clk_period [get_ports {CLK}]

set non_clock_inputs [all_inputs -no_clocks]
set_input_delay [expr $clk_period * $clk_io_pct] -clock clk0 $non_clock_inputs
set_output_delay [expr $clk_period * $clk_io_pct] -clock clk0 [all_outputs]
</file>
==> results_dict.tcl <==
# metrics dict for downstream scripts
set metrics [dict create \
    outcome "completed" \
    grt_pass1_wl_mm 1.97 \
    flop_cell "dfrtp_1" \
    synth_flop_count 5 \
    swShare 0.317 \
    yosys_cells 49 \
    lay_top_count "clkdlybuf4s50_1" \
    p_sw_mw 0.132 \
    clkLatencyLatePin_ns 0.23 \
    antenna_found_initial 0 \
    topCellsByArea "dfrtp_1, a21oi_1, nand2b_1, nand3b_1, nand2b_4" \
    numPortBuffers 13 \
    critical_path_buf_inv_count 1 \
    p_int_mw 0.283 \
    setup_viol 0 \
    maxSlewHeadroom 0.749 \
    worst_path_max_delay_cell "dfrtp_1" \
    grt-ovfl-total 0 \
    post-route-cell-area_um2 601 \
    cp-end-kind "primary output" \
    drv_cap 0 \
    antenna_cells 0 \
    slowest_delay_ns 0.56 \
    synth_area_per_cell_um2 8.32 \
    post_cts_resized 0 \
    finalPower_mw 0.415 \
    min_period_ns 1.74 \
    root_buffer "clkbuf_4" \
    logic_family "AND-OR/OR-AND gates" \
    ir_worst_vdd_mv 0.113 \
    drt-initial-drc-count 6 \
    area_growth_pct 47.2 \
    synth_cell_type_count 30 \
    cts_made_buffers 3 \
    crit_required_ns 1.60 \
    seqPwrFrac 0.391 \
    clockPowerShare 0.270 \
    worstPathCellList "clkdlybuf4s50_1" \
    routedWlPerCell_um 10.9 \
    viasPerCell 3.87 \
    syn_area_um2 408 \
    path_class "flip-flop to primary output" \
    die_h_um 80 \
    ys_area_um2 408 \
    path_max_fanout 13 \
    xor_share 0.0215 \
    largest_area_cell "dfrtp_1" \
    clkSlewWorstSetupHoldPaths_ns 0.04 \
    fin_worst_skew_ns 0.000432 \
    num_vias 422 \
    min_period_over_period 0.868 \
    coreArea_mm2 0.00342 \
    drc 0 \
    arrival_ns 1.34 \
    fp-utilization 0.119 \
    final_antenna_net_count 0 \
    synth_top_area_share 0.307 \
    p_comb_frac 0.339 \
    worstMarginPinSlew_ns 0.376 \
    wirelength_mm 1.19 \
    ys_sh_aoi 0.291 \
    edf_count 0 \
    hold_buffers 0 \
    grt_usage 0.0372 \
    die_w_um 80 \
    async_reset_ff_frac 1.00 \
    clock-sinks 5 \
    layout_top_cells "clkdlybuf4s50_1, dfrtp_1, a21oi_1, nand2b_1, clkbuf_4" \
    postCtsSetupBuffers 0 \
    power.leakage_nw 0.222 \
    power_density_mw_per_mm2 691 \
    rsz0062_at_grt "no" \
    hold_viol 0 \
    place.gp.congestion 0.871 \
    netlist_instances 49 \
    dr.pass1.iters 6 \
    cp_top_family "flip-flops" \
    cts_tree "yes" \
    ys_seq_share 0.307 \
    tns_ns 0 \
    htreeDepth 1 \
    hold_class "input port to async pin" \
    clockBufferDepth 2 \
    warnings 25 \
    grt_max_degree 14 \
    placed_area_um2 574 \
    hpwl_um 939 \
    first_global_vias 421 \
    ys_sh_mux 0.0245 \
    dieArea_mm2 0.00640 \
    ys_warn_count 1 \
    rows 21 \
    drv_slew 0 \
    fmax_mhz 576 \
    io_pins 14 \
    synthAdderAreaFrac 0 \
    cp-start-kind "flip-flop" \
    drive_gt1_frac 0.0794 \
    ys_sh_simple 0.267 \
]
==> metrics by stage <==
stage | std cells | hold WS (ns) | utilization | worst slack [ns]
5_1_grt | 109 | 0.380 | 0.176 | 0.185
3_3_place_gp | 105 | 0.461 | 0.168 | 0.210
6_report | 109 | 0.385 | 0.176 | 0.264
3_5_place_dp | 105 | 0.472 | 0.168 | 0.217
4_1_cts | 109 | 0.386 | 0.176 | 0.232
2_1_floorplan | 49 | 0.104 | - | 0.736
==> flip-flops by register name, summed over array words and instances (netlist names) <==
register,count
ctemp,1
Q,4
==> per-layer routing <==
layer / GRT usage / wire length, um
met1: 0.0477 / 537
met2: 0.0570 / 525
met3: 0.0125 / 95
met4: 0.0123 / 27
met5: 0 / 0
==> path summary, 6_finish.rpt <==
check | start | to | slack [ns] | cells after the start
max reg2reg | Q[2] | Q[1] | 0.62 | 4
max | Q[0] | Q[0] | 0.26 | 1
min | CLR | Q[2] | 0.39 | 1
min reg2reg | ctemp | ctemp | 0.47 | 2
max in group asynchronous | CLR | Q[1] | 1.43 | 1
min in group clk0 | ctemp | ctemp | 0.47 | 2
==> kinds of logic (layout without fill, tap and decap cells) <==
group,after synthesis,in the layout
flip-flops,5,5
buffers and inverters,6,20
AND-OR/OR-AND,18,18
AND/OR/NAND/NOR,18,18
XOR/XNOR,1,1
multiplexers,1,1
==> power by group through the flow <==
stage | sequential (mW) | combinational, mW | clock (mW)
final | 0.162 | 0.141 | 0.112
after global routing | 0.168 | 0.160 | 0.128
after CTS | 0.162 | 0.143 | 0.117
==> cell usage after synthesis (2+ instances only) <==
master    instances
dfrtp_1           5
a21oi_1           4
nand2b_1          3
a31oi_1           2
buf_2             2
inv_1             2
nand2_1           2
nand3_1           2
nand3b_1          2
nor2_1            2
nor3_1            2
o21ai_0           2
o21ai_1           2
==> layout make-up <==
type	instances	area (um2)
inverters	2	7.51
clock buffers	4	26.3
well taps	46	57.6
fillers	395	2820
multi-input cells	38	246
repair buffers	14	138
flip-flops and latches	5	125
Power is estimated from default activity; no workload was simulated.
